### /design/flow/config.mk
export PLATFORM = sky130hd
export DESIGN_NAME = blram
export DESIGN_NICKNAME = blram
export VERILOG_FILES = /design/flow/design.v
export SDC_FILE = /design/flow/constraint.sdc
export NUM_CORES = 4
export LEC_CHECK = 1
export CORE_UTILIZATION = 30
### /design/flow/constraint.sdc
current_design blram

set clk_period 9.4
set clk_io_pct 0.2

create_clock -name clk0 -period $clk_period [get_ports {clk}]

set non_clock_inputs [all_inputs -no_clocks]
set_input_delay [expr $clk_period * $clk_io_pct] -clock clk0 $non_clock_inputs
set_output_delay [expr $clk_period * $clk_io_pct] -clock clk0 [all_outputs]
### /design/flow/design.v
module blram(clk, rst, i_we, i_addr, i_ram_data_in, o_ram_data_out);
parameter SIZE = 6;
parameter DEPTH = 64;
input clk; 
input rst;
input i_we;
input [SIZE-1:0] i_addr;
input [9:0] i_ram_data_in;
output reg [9:0] o_ram_data_out;
reg [9:0] memory[0:DEPTH-1];
always @(posedge clk) begin
  o_ram_data_out <= #1 memory[i_addr[SIZE-1:0]];
  if (i_we)
		memory[i_addr[SIZE-1:0]] <= #1 i_ram_data_in;
end 
endmodule
### /design/flow/run.sh
#!/bin/bash
# OpenROAD 26Q1-2900-gdf79404cd8, Yosys 0.63+post, stock flow scripts
make -C /OpenROAD-flow-scripts/flow DESIGN_CONFIG=/design/flow/config.mk WORK_HOME=/design/flow/orfs finish
==> flow_metrics.py <==
# Metrics from the implementation run
metrics = {
    "yosys": {
        "ff_type": "edfxtp_1",
        "yosysTopAreaCell": "edfxtp_1",
        "synth.avg_cell_area_um2": 17.52,
        "synth_warnings": 1,
        "yosysChipArea_um2": 25050,
        "synth_seq_share": 0.7751,
        "syn_inst": 1430,
        "syn-cell-area_um2": 25050,
        "synth_top_area_share": 0.7672,
        "synth.most_common_cell": "edfxtp_1",
        "numSynthFlops": 650,
        "synth_cell_types": 54,
        "async_flop_share": 0,
        "ys_cells": 1430,
        "common_cells": "640 x edfxtp_1, 100 x a221oi_1, 98 x nor2_1",
        "top_cells_by_area": "edfxtp_1 77%, a221oi_1 3.5%, mux2i_1 2.3%",
        "edf_count": 640,
    },
    "grt": {
        "grt_usage": 0.1671,
        "grt_pass1_wl_mm": 97.13,
        "grt_overflow": 0,
        "antenna_found_initial": 3,
        "grt_pass1_vias": 14720,
        "grt_start_max_net_pins": 82,
    },
    "clock_tree": {
        "clkSinkCount": 650,
        "numCtsBuffers": 66,
        "cts.hold.buffers_added": 0,
        "ctsResizeCount": 0,
        "clk_path_buf_depth": 3,
        "root_buffer": "clkbuf_16",
        "postCtsSetupBuffers": 0,
        "path_clk_slew_ns": 0.06,
        "clock_latency_ns": 0.61,
        "cts_tree": "done",
        "h-tree-depth": 3,
    },
    "placed_design": {
        "place_congestion": 0.9132,
        "pre_cts_ws_ns": 3.749,
        "numPortBuffers": 27,
        "dp_hpwl_mm": 38.80,
    },
    "sta": {
        "tightest_slew_ns": 0.9438,
        "rsz0062_at_grt": "no",
        "finalCritPeriodShare": 0.5343,
        "drv_slew": 0,
        "timing.max_slew.rel_slack": 0.3628,
        "hold_violations": 0,
        "finalSetupTns_ns": 0,
        "fin_crit_ns": 5.023,
        "fmax_mhz": 199.1,
        "setup_viol": 0,
        "worst_slack_ns": 4.377,
        "clock-skew-final_ns": 0.03385,
    },
    "critical_path": {
        "path_common_cell": "buf_4",
        "slowest_delay_ns": 0.69,
        "reg2reg_to": "o_ram_data_out[3]$_DFF_P_",
        "critPathKind": "input port to flip-flop",
        "crit_end": "memory[29][8]$_DFFE_PP_",
        "crit_family": "buffers and inverters",
        "worstPathRequired_ns": 9.71,
        "cp_max_fo": 35,
        "slowest_stage": "nor2_1",
        "cp.arrival_ns": 5.33,
        "r2r_slack_ns": 6.96,
        "crit_chain": "buf_4 -> buf_4 -> buf_4 -> nor2b_4 -> buf_4 -> nand3_1 -> nor2_1 -> buf_4",
        "startpoint": "i_addr[0]",
        "worstSetupStartpointType": "input port",
        "path_buffers": 5,
        "path_depth": 8,
        "reg2regPathDepth": 6,
        "worstReg2RegStart": "memory[62][3]$_DFFE_PP_",
        "endpoint_kind": "flip-flop",
    },
    "power_and_ir_drop": {
        "p_leak_uw": 0.009063,
        "total_power_uw": 6000,
        "ir_drop_mv": 0.1172,
        "power_density_nw_per_um2": 208.2,
    },
    "die": {
        "fp.dieH_um": 291.0,
        "die_w_um": 291.0,
        "fp-row-count": 105,
        "core_um2": 82370,
        "chip_area_um2": 84660,
        "fp_util": 0.3041,
        "io_pins": 29,
    },
    "run": {
        "drv_cap": 0,
        "warnings": 26,
    },
    "min_path": {
        "hold_path.class": "flip-flop to flip-flop",
    },
    "route": {
        "drcViolationCount": 0,
        "initialDrtViolationCount": 1018,
        "first_pass_iters": 5,
        "via_per_inst": 5.358,
        "wirelength_mm": 66.47,
        "wl_per_cell_um": 25.26,
        "via_count": 14100,
        "ant_nets": 0,
    },
    "finish": {
        "fin_util": 0.3499,
        "drive_above_1_share": 0.1672,
        "syn_to_final_growth_pct": 15.04,
    },
    "status": {
        "outcome": "complete, no violations",
    },
}
## final cells by class
cell class / instances / area (um2)
Inverter: 3 / 11.26
Timing Repair Buffer: 127 / 979.7
Fill cell: 7480 / 53550
Tap cell: 1070 / 1339
Sequential cell: 650 / 19420
Antenna cell: 1 / 2.502
Clock inverter: 30 / 245.2
Clock buffer: 83 / 1735
Multi-Input combinational cell: 668 / 5089
## worst min-delay path: stages (launching register included)
cell and delay (ns):
edfxtp_1 0.32, a22oi_1 0.06, nor2_1 0.07, o21ai_0 0.07, nand4_1 0.12
## stage by stage
step | cell area (um2) | std cells | hold slack, ns
floorplan | 25050 | 1430 | 0.5658
global placement | 26840 | 2518 | 0.6987
detailed placement | 26840 | 2518 | 0.6814
CTS | 28820 | 2631 | 0.6974
global route | 28820 | 2631 | 0.7824
finish | 28820 | 2632 | 0.6965
## power breakdown
group | internal, uW | switching, uW | leakage (uW) | total [uW]
combinational | 104 | 235 | 0.00225 | 340
sequential | 3210 | 7.14 | 0.00584 | 3220
clock | 1390 | 1050 | 0.000966 | 2440
## metal layers
metal / routed length, um / GRT usage / vias up
li1: - / - / 6123
met1: 24110 / 0.2029 / 7025
met2: 30790 / 0.2510 / 817
met3: 9436 / 0.1098 / 132
met4: 2022 / 0.04142 / 6
met5: 113 / 0.007374 / -
## state kept, by name, summed over array words and instances, names as in the netlist
signal / flops
memory: 640
o_ram_data_out: 10
## cells in the final DEF (no fill, tap or decap), types with 15 or more instances in the layout
cell type / count
edfxtp_1: 640
nand2_1: 30
o21ai_0: 20
a221oi_1: 100
a22oi_1: 65
mux2_2: 33
a21oi_1: 30
buf_4: 101
nor2_1: 96
clkbuf_16: 66
o22a_1: 22
o22ai_1: 45
clkbuf_1: 15
mux2i_1: 58
## cells by family (layout without fill, tap and decap cells)
kind of cell,Yosys count,after routing,share of synthesized area
buffers and inverters,112,243,0.02317
AND-OR/OR-AND,370,370,0.1132
multiplexers,109,109,0.05419
other,0,1,0
AND/OR/NAND/NOR,189,189,0.03431
flip-flops,650,650,0.7751
## how the worst min path moves through the flow
stage	start	end	slack [ns]	depth (start not counted)
after CTS	memory[24][5]$_DFFE_PP_	o_ram_data_out[5]$_DFF_P_	0.70	4
after global routing	memory[27][5]$_DFFE_PP_	o_ram_data_out[5]$_DFF_P_	0.78	4
final	memory[24][5]$_DFFE_PP_	o_ram_data_out[5]$_DFF_P_	0.70	4
Power figures rest on the tool's default switching activity, not on a simulated workload.
