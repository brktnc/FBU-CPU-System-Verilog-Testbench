==> flow/design.v <==
`timescale 1ns / 1ps
module FBCPU #(
    parameter ADDRESS_WIDTH = 6,
    parameter DATA_WIDTH = 10
)(
    input clk, 
    input rst, 
    output reg [DATA_WIDTH-1:0] MDRIn, 
    output reg RAMWr, 
    output reg [ADDRESS_WIDTH-1:0] MAR, 
    input [DATA_WIDTH-1:0] MDROut, 
    output reg [5:0] PC
);
reg [DATA_WIDTH - 1:0] IR, IRNext;
reg [5:0] PCNext;
reg [9:0] ACC, ACCNext;
reg [2:0] durum, durumNext;
always@(posedge clk) begin
    durum       <= #1 durumNext;
    PC          <= #1 PCNext;
    IR          <= #1 IRNext;
    ACC         <= #1 ACCNext;
end
always@(*) begin
    durumNext   = durum;
    PCNext      = PC;
    IRNext      = IR;
    ACCNext     = ACC;
    MAR         = 0;
    RAMWr       = 0;
    MDRIn       = 0;
    if(rst) begin
        durumNext   = 0;
        PCNext      = 0;
        MAR         = 0;
        RAMWr       = 0;
        IRNext      = 0;
        ACCNext     = 0;
        MDRIn       = 0;
    end else begin
        case(durum)
            0: begin
                MAR = PC;
                RAMWr = 0;
                durumNext = durum + 1;
            end
            1: begin
                IRNext = MDROut;
                PCNext = PC + 1;
                durumNext = durum + 1;
            end
            2: begin
                if(IR[9:6] < 6) begin
                    MAR = IR[5:0];
                    durumNext = 3;
                end else if(IR[9:6] ==  6) begin
                    PCNext = IR[5:0];
                    durumNext = 0;
                end else if(IR[9:6] == 7) begin
                    if(ACC == 0) begin
                        PCNext = IR[5:0];
                    end
                    durumNext = 0;
                end else if(IR[9:6] == 8) begin
                    durumNext = 0;
                end else if(IR[9:6] == 9) begin
                    durumNext = 4;
                end
            end
            3: begin
				durumNext = 0;
				RAMWr = 0;
				MAR = 0;
				if(IR[9:6] == 0) begin
					ACCNext=MDROut;
				end else if(IR[9:6] ==  1) begin
					MAR=IR[5:0];
					RAMWr=1;
					MDRIn=ACC;
				end else if(IR[9:6] ==  2) begin
					ACCNext=ACC + MDROut;
				end else if(IR[9:6] ==  3) begin
					ACCNext=ACC - MDROut;
				end else if(IR[9:6] ==  4) begin
					ACCNext=ACC * MDROut;
				end else if(IR[9:6] ==  5) begin
					ACCNext= ACC;
				end	
            end
            4: begin
                durumNext   = durum;
                PCNext      = PC;
                IRNext      = IR;
                ACCNext     = ACC;
            end
        endcase
    end
end
endmodule
==> flow/run.sh <==
#!/bin/bash
# OpenROAD 26Q1-2900-gdf79404cd8, Yosys 0.63+post, stock flow scripts
make -C /OpenROAD-flow-scripts/flow DESIGN_CONFIG=/design/flow/config.mk WORK_HOME=/design/flow/orfs finish
==> flow/config.mk <==
export PLATFORM = sky130hd
export DESIGN_NAME = FBCPU
export DESIGN_NICKNAME = FBCPU
export VERILOG_FILES = /design/flow/design.v
export SDC_FILE = /design/flow/constraint.sdc
export NUM_CORES = 4
export LEC_CHECK = 1
export CORE_UTILIZATION = 50
==> flow/constraint.sdc <==
current_design FBCPU

set clk_period 5.6
set clk_io_pct 0.2

create_clock -name clk0 -period $clk_period [get_ports {clk}]

set non_clock_inputs [all_inputs -no_clocks]
set_input_delay [expr $clk_period * $clk_io_pct] -clock clk0 $non_clock_inputs
set_output_delay [expr $clk_period * $clk_io_pct] -clock clk0 [all_outputs]
==> results.txt <==
Results of the run.

The number of clock buffers added by TritonCTS is 5. In the synthesized netlist, the number of instances is approximately 530. The die is 92.10 um tall. The smallest clock period supported by the final layout is computed as around 5.4 ns. TritonCTS built the clock tree.

The timing report gives the biggest stage delay along the critical path as 0.52 ns. The relative contribution of sequential cells to total power is a little over a quarter. The fraction of the yosys area taken by sequential cells is between 10% and 20%. Per the synth stats, the flop cell with the highest instance count is sky130_fd_sc_hd__dfxtp_1.

By instance count after routing, the leading logic cell types are 79 x sky130_fd_sc_hd__nand2_1, 51 x sky130_fd_sc_hd__nor2_1, 48 x sky130_fd_sc_hd__ha_1. The tally of buffers added on design ports is 34. At the later pin of the worst-skew pair, clock insertion delay measures around 0.28 ns. The number of gates resized after CTS was 0. In this run, the combinational gates consume between 50% and 60% of the power. The OpenROAD warning count is 38. The cell internal power dissipation is about 0.66 mW. By instance count, the cell type seen most on the critical path is sky130_fd_sc_hd__fa_1. The headroom to the max-slew limit is between 40% and 50%. The highest-utilization routing layer at the global route stage is met1.

In the final report, the number of pins over their slew limit comes to 0. The final worst clock skew is approximately 0.0077 ns. The total net switching power is 0.6161 mW. The maximum root-to-sink buffer count is 2. The area recorded from the Yosys report for this design is a little over 0.004 mm^2. Yosys mapped the design onto slightly below 70 distinct sky130hd cell types. The global routing met3 resource utilization is 6.835%. The script reports the combined buffer and inverter count of the critical path as 3. The critical path in this run is classified as input port to flip-flop. The highest clock rate this design can be run at is 0.1839 GHz. Note, the detailed placer reported a final HPWL of roughly 8.7 mm. Counting flops with a built-in enable in the synthesized netlist gives 0. The number of detailed-routing iterations run before antenna repair is 5. The routed design shows a via density per instance of 5.668. The final hold violation count is 0. Once iteration 0 of detailed routing completed, the report listed 255 DRC markers.

The final routed wire length divided by cell count is 16.91 um. At the worst endpoint, the required time is 5.75 ns. The final setup TNS is 0 ns. In the global route stage, met2 resource usage came out at between 40% and 50%. The dominant delay contributor by cell family on the critical path is adder cells. Post-route period utilization is reported as a little over nine tenths.

The most common cell after layout, fill and taps aside is sky130_fd_sc_hd__nand2_1. The placement summary gives the final routability congestion estimate as approximately 0.93. The worst VDD IR drop from the latest analysis is around 0.13 mV. The pin closest to its max-slew limit shows a slew of 0.8309 ns.

The initialized floorplan defines 32 standard-cell rows. The synthesis report lists the Yosys warning total as 1. Compared with the post-synthesis result, the final layout area differs by 15.44%. The switching fraction of total power is 48.15%.

The maximum fanout along the worst path is 7. Per the synth stats, the proportion of register bits with asynchronous set or reset is 0%. The clock power share is between 10% and 20%. For the worst setup path, the data arrival time is 5.59 ns. The initial antenna violation count is 0.

The report lists the power per cell area as approximately 270 mW/mm^2. The initial utilization of the core area, before any placement, comes to a little over 50%. The number of setup buffers added after CTS is 0. The standard cell with the maximum stage delay on the critical path is sky130_fd_sc_hd__fa_1. The endpoint class of the critical path is a flip-flop. TritonRoute reported its final design rule violation total as 0. The I/O pin total is 35.

Across all register-to-register paths, the minimum setup slack is ~0.7 ns. The repair_antennas step left the layout with diodes totalling 0. According to the hold report, the worst path is of the flip-flop to flip-flop type. The number of synthesized register bits is 29.

In this run the full chip footprint comes out at approximately 0.0085 mm^2. The remaining antenna violation count is 0. The fraction of met1 tracks used by global routing is 47.40%. The via count of the first global-routing pass is approximately 3500. In this run the horizontal extent of the chip is roughly 92 um. After clock tree synthesis, the flow added hold-fix buffers numbering 0. The leakage power in the latest report is ~2.1 nW. Counting every sink on the clock net gives 29. The total global routing overflow is 0. In this run the standard cell core region covers around 0.0078 mm^2. The post-synth design cell area is just over 0.004 mm^2. The category of the worst setup path launch point is an input port. The total routed wirelength is 11.25 mm. The register clock-pin slew on the reported worst setup and hold paths is 0.07 ns.

The total number of vias is 3769. The root buffer selected by CTS is sky130_fd_sc_hd__clkbuf_8. Entering global routing, the biggest net connects 33 pins. Of the cells placed in the final design, the portion with a size suffix greater than 1 is 9.059%. The first global-routing pass estimated ~18 mm of wire.

Each instance of the synthesized netlist takes up on average just under 8 um^2. The report lists the cells along the critical path as clkdlybuf4s50_1 > buf_4 > nand2_1 > fa_1 > fa_1 > inv_1 > fa_1 > fa_1 > fa_1 > ha_1 > nor4b_2 > nor4_1 > nand2_1 > a31oi_1 > a2111oi_2. The run finished with clean final reports. The final setup violation count is 0.

The number of cell instances after yosys synthesis is 525. In this run the maximum-capacitance check reported violations numbering 0. Summed over all routing layers, the global router reports a total usage of 29.09%. The placed cell area is 0.004562 mm^2. The number of levels the H-tree was split into is 2. The layout stage reports a final design area of 0.004686 mm^2.
## metrics by stage
step / util (%) / hold WS, ns / worst slack (ns) / power (mW) / std cells
2_1_floorplan: - / 0.4500 / 0.4746 / 0.8794 / 525
3_3_place_gp: 58.43 / 0.4672 / -0.2068 / 1.071 / 657
3_5_place_dp: 58.43 / 0.4727 / -0.2534 / 1.075 / 657
4_1_cts: 59.73 / 0.4817 / 0.02450 / 1.274 / 665
5_1_grt: 60.02 / 0.5052 / -0.04506 / 1.391 / 665
6_report: 60.02 / 0.4752 / 0.1622 / 1.279 / 665
## state kept, by name, summed over array words and instances (netlist names)
| name | cells |
|---|---|
| ACC | 10 |
| IR | 10 |
| durum | 3 |
| PC | 6 |
## synthesized netlist by cell type (all sizes together) (10+ instances only)
cell type / instances / area (um^2)
and2: 21 / 131.4
o21ai: 16 / 83.83
nand2: 80 / 302.8
dfxtp: 29 / 580.6
inv: 45 / 168.9
buf: 17 / 103.8
a211oi: 12 / 95.09
fa: 24 / 480.5
xnor2: 15 / 138.9
ha: 48 / 600.6
clkbuf: 11 / 41.29
a21oi: 34 / 170.2
nor2: 51 / 191.4
nand3: 10 / 50.05
## kinds of logic after synthesis
| group | share of synthesized area, % |
|---|---|
| DFF | 14.30 |
| xor gates and xnor gates | 6.258 |
| and+or+nand+nor | 23.46 |
| buffers and inverters | 7.860 |
| muxes | 0.7399 |
| adders and majority gates | 26.63 |
| AOI/OAI and AO/OA | 20.75 |
## power groups by stage
stage	registers, mW	logic (mW)	clock network [mW]
CTS	0.335	0.740	0.198
finish	0.338	0.748	0.193
global route	0.346	0.836	0.209
## metal layers
layer  part of all wire (%)  vias to the layer above
met5                      0                        -
met1                     49                     1750
met4                    1.0                        0
li1                       -                     1874
met2                     42                      132
met3                    8.0                       13
## worst register-to-register path: cells and delay by family (launching register included)
kind,cells,cell delay [ns]
AOI/OAI and AO/OA,4,0.61
xor gates and xnor gates,1,0.17
adders and majority gates,7,2.97
buffers and inverters,4,0.21
DFF,1,0.68
and+or+nand+nor,2,0.17
## final cells by class
| class | instances | area, um^2 |
|---|---|---|
| tap | 102 | 127.6 |
| inverter | 46 | 173.9 |
| timing repair buffer | 58 | 525.5 |
| fill | 724 | 3122 |
| sequential | 29 | 580.6 |
| clock buffer | 7 | 96.34 |
| clock inverter | 1 | 5.005 |
| multi-input combinational | 422 | 3177 |
## final timing paths
path              from     end  cells past startpoint
min reg2reg      IR[5]   IR[5]                      2
max          MDROut[1]  ACC[8]                     15
max reg2reg     ACC[3]  ACC[9]                     18
min              IR[5]   IR[5]                      2
Power is estimated from default activity; no workload was simulated.
